==> flow/design.v <==
`timescale 1ns/10ps
module  CONV(
	input		clk,
	input		reset,
	output reg	busy,	
	input		ready,	
	output reg [11:0] iaddr,
	input [19:0] idata,	
	output reg cwr,
	output reg [11:0] caddr_wr,
	output reg [19:0] cdata_wr,
	output reg crd,
	output reg [11:0] caddr_rd,
	input [19:0] cdata_rd,
	output reg [2:0] csel
	);
reg [2:0] state;
parameter InputData = 0, Conv = 1, OutputLayer0 = 2, MaxPooling = 3, OutputLayer1 = 4;
reg signed[19:0] data [0:8];
reg [11:0] inputCount;
reg [3:0] dataCount;
reg [3:0] convCount;
reg signed  [19:0] kernel [0:8];
reg [19:0] bias;
reg signed [39:0] convResult;
reg [11:0] poolCount;
reg [9:0] layer1Index;
always@(posedge clk, posedge reset) begin
	if (reset) begin
		state <= InputData;
		data[0] <= 0;
		data[1] <= 0;
		data[2] <= 0;
		data[3] <= 0;
		data[6] <= 0;
		inputCount <= 0;
		dataCount <= 4;
		convCount <= 0;	
		convResult <= 0;
		poolCount <= 0;
		layer1Index <= 0;
		cwr <= 0;
		crd <= 0;
		csel <= 0;
		busy <= 0;
	end
	else if (ready) begin
		kernel[0] <= 20'h0A89E;
		kernel[1] <= 20'h092D5;
		kernel[2] <= 20'h06D43;
		kernel[3] <= 20'h01004;
		kernel[4] <= 20'hF8F71;
		kernel[5] <= 20'hF6E54;
		kernel[6] <= 20'hFA6D7;
		kernel[7] <= 20'hFC834;
		kernel[8] <= 20'hFAC19;
		bias <= 20'h01310;
		busy <= 1;
	end
	else if (state == InputData) begin
		if (inputCount <= 63) begin
			if (inputCount == 0) begin
				data[dataCount] <= idata;
				if (dataCount == 4 || dataCount == 7) begin
					dataCount <= dataCount + 1;
				end
				else if (dataCount == 5) begin
					dataCount <= 7;
				end
				else begin   
					state <= Conv;
					dataCount <= 5;
				end
			end
			else if (inputCount == 63) begin
				state <= Conv;
				data[3] <= data[4];
				data[4] <= data[5];
				data[5] <= 0;
				data[6] <= data[7];
				data[7] <= data[8];
				data[8] <= 0;
				dataCount <= 1;
			end
			else begin
				data[dataCount] <= idata;
				if (dataCount == 5) begin
					data[3] <= data[4];
					data[4] <= data[5];
					data[6] <= data[7];
					data[7] <= data[8];
					dataCount <= 8;
				end
				else begin
					state <= Conv;	
					dataCount <= 5;
				end
			end
		end
		else if (inputCount >= 4032) begin
			if (inputCount == 4032) begin
				data[dataCount] <= idata;
				if (dataCount == 1 || dataCount == 4) begin
					dataCount <= dataCount + 1;
				end
				else if (dataCount == 2) begin
					dataCount <= 4;
				end
				else begin  
					state <= Conv;
					data[0] <= 0;
					data[3] <= 0;
					data[6] <= 0;
					data[7] <= 0;
					data[8] <= 0;
					dataCount <= 2;
				end
			end
			else if (inputCount == 4095) begin
				state <= Conv;
				data[0] <= data[1];
				data[1] <= data[2];
				data[2] <= 0;
				data[3] <= data[4];
				data[4] <= data[5];
				data[5] <= 0;
			end
			else begin
				data[dataCount] <= idata;
				if (dataCount == 2) begin
					data[0] <= data[1];
					data[1] <= data[2];
					data[3] <= data[4];
					data[4] <= data[5];
					dataCount <= 5;
				end
				else begin
					state <= Conv;
					dataCount <= 2;
				end
			end
		end
		else if ((inputCount & 12'b000000111111) == 0) begin  
			data[dataCount] <= idata;
			if (dataCount == 1 || (dataCount == 4 || dataCount == 7)) begin
				dataCount <= dataCount + 1;
			end
			else if (dataCount == 2 || dataCount == 5) begin
				dataCount <= dataCount + 2;
			end
			else begin  
				state <= Conv;
				data[0] <= 0;
				data[3] <= 0;
				data[6] <= 0;
				dataCount <= 2;
			end
		end
		else if (((inputCount+1) & 12'b000000111111) == 0) begin
			state <= Conv;
			data[0] <= data[1];
			data[1] <= data[2];
			data[2] <= 0;
			data[3] <= data[4];
			data[4] <= data[5];
			data[5] <= 0;
			data[6] <= data[7];
			data[7] <= data[8];
			data[8] <= 0;
			dataCount <= 1;
		end
		else begin
			data[dataCount] <= idata;
			if (dataCount == 2 || dataCount == 5) begin
				if (dataCount == 2) begin
					data[0] <= data[1];
					data[1] <= data[2];
					data[3] <= data[4];
					data[4] <= data[5];
					data[6] <= data[7];
					data[7] <= data[8];
				end
				dataCount <= dataCount + 3;
			end
			else begin  
				state <= Conv;
				dataCount <= 2;
			end
		end
	end
	else if (state == Conv) begin
		if (convCount <= 8) begin
			convResult <= convResult + kernel[convCount] * data[convCount];
			convCount <= convCount + 1;
		end
		else if (convCount == 9) begin
			cdata_wr[19:16] <= convResult[35:32];
			cdata_wr[15:0] <= (convResult[15] == 1 ? convResult[31:16] + 1 : convResult[31:16]);
			caddr_wr <= inputCount;
			convCount <= convCount + 1;
		end
		else if (convCount == 10) begin
			cdata_wr <= cdata_wr + bias;
			convCount <= convCount + 1;
		end
		else begin
			convCount <= 0;
			convResult <= 0;
			state <= OutputLayer0;
			if (cdata_wr[19] == 1) cdata_wr <= 0;
			cwr <= 1;
			csel <= 3'b001;
		end
	end
	else if (state == OutputLayer0) begin
		cwr <= 0;
		csel <= 3'b000;
		if (inputCount == 4095) begin
			state <= MaxPooling;
			crd <= 1;
			csel <= 3'b001;
			cdata_wr <= 0;
			dataCount <= 0;
		end
		else begin
			state <= InputData;
			inputCount <= inputCount + 1;
		end
	end
	else if (state == MaxPooling) begin
		if (dataCount <= 3) begin
			if (cdata_wr < cdata_rd) begin
				cdata_wr <= cdata_rd;
			end
			dataCount <= dataCount + 1;
		end
		else begin
			if (((poolCount + 2) & 6'b111111) == 0) begin
				poolCount <= poolCount + 66;
			end
			else begin
				poolCount <= poolCount + 2;
			end
			state <= OutputLayer1;
			caddr_wr <= layer1Index;
			crd <= 0;
			cwr <= 1;
			csel <= 3'b011;
		end
	end
	else if (state == OutputLayer1) begin
		cwr <= 0;
		if (layer1Index == 1023) begin
			csel <= 0;
			busy <= 0;
		end
		else begin
			state <= MaxPooling;
			layer1Index <= layer1Index + 1;
			crd <= 1;
			csel <= 3'b001;
			cdata_wr <= 0;
			dataCount <= 0;
		end
	end
end
always@(*) begin
	if (state == InputData) begin
		case(dataCount) 
			0: begin
				iaddr = inputCount - 65;
			end
			1: begin
				iaddr = inputCount - 64;
			end
			2: begin
				iaddr = inputCount - 63;
			end
			3: begin
				iaddr = inputCount - 1;
			end
			4: begin
				iaddr = inputCount;
			end
			5: begin
				iaddr = inputCount + 1;
			end
			6: begin
				iaddr = inputCount + 63;
			end
			7: begin
				iaddr = inputCount + 64;
			end
			8: begin
				iaddr = inputCount + 65;
			end
			default: begin
				iaddr = 0;
			end
		endcase
		caddr_rd = 0;
	end
	else if (state == MaxPooling) begin
		case(dataCount)
			0: begin
				caddr_rd = poolCount;
			end
			1: begin
				caddr_rd = poolCount + 1;
			end
			2: begin
				caddr_rd = poolCount + 64;
			end
			3: begin
				caddr_rd = poolCount + 65;
			end
			default: begin
				caddr_rd = 0;
			end
		endcase
		iaddr = 0;
	end
	else begin
		iaddr = 0;
		caddr_rd = 0;
	end
end
endmodule
==> flow/run.sh <==
#!/bin/bash
# OpenROAD 26Q1-2900-gdf79404cd8, Yosys 0.63+post, stock flow scripts
make -C /OpenROAD-flow-scripts/flow DESIGN_CONFIG=/design/flow/config.mk WORK_HOME=/design/flow/orfs finish
==> flow/config.mk <==
export PLATFORM = sky130hd
export DESIGN_NAME = CONV
export DESIGN_NICKNAME = CONV
export VERILOG_FILES = /design/flow/design.v
export SDC_FILE = /design/flow/constraint.sdc
export NUM_CORES = 4
export LEC_CHECK = 1
export CORE_UTILIZATION = 50
==> flow/constraint.sdc <==
current_design CONV

set clk_period 19.9
set clk_io_pct 0.2

create_clock -name clk0 -period $clk_period [get_ports {clk}]

set non_clock_inputs [all_inputs -no_clocks]
set_input_delay [expr $clk_period * $clk_io_pct] -clock clk0 $non_clock_inputs
set_output_delay [expr $clk_period * $clk_io_pct] -clock clk0 [all_outputs]
==> results.py <==
# Flow results
metrics = {
    "global_route": {
        "grtUsageMet1_pct": 49.8,
        "grt_pass1_wl_um": 158000,
        "top_usage_layer_grt": "met1",
        "grtUsageTotal_pct": 33.3,
        "grt_pass1_vias": 27012,
        "largest_net_degree_at_the_start_of_global_routing": 55,
        "met2_usage_pct": 48.5,
        "global_routing_usage_on_met3_pct": 12.5,
        "total_global_routing_overflow": 0,
        "grt_antenna_before_repair": 1,
    },
    "drt": {
        "route.detailed.wl_per_inst_um": 21.9,
        "drt_initial_violations": 1883,
        "antenna_left": 0,
        "dr_total_vias": 26088,
        "drt_wl_total_um": 100000,
        "via_per_inst": 5.70,
        "drt_drc_violations_left": 0,
        "antennaDiodeCount": 0,
        "detailedRoute.firstPassIterationCount": 6,
    },
    "synthesis": {
        "synth.top_cells.by_area": "fa_1 25%, dfrtp_1 14%, edfxtp_1 10%",
        "synth.yosys.warnings": 3,
        "synthDistinctLibCells": 78,
        "synth-main-ff-cell": "dfrtp_1",
        "netlist.area_leader.share_pct": 25.0,
        "yosys.area.top_type": "fa_1",
        "enable_flop_cells": 112,
        "synth_flops": 299,
        "synth.avg_cell_area_um2": 8.80,
        "asyncSetResetFlopFracSynth_pct": 62.5,
        "synth_sequential_area_ratio_pct": 24.8,
        "synth-cells-yosys": 3681,
        "synthesis.instances": 3681,
        "chip_area_line_of_the_yosys_report_mm2": 0.0324,
        "syn_area_mm2": 0.0324,
    },
    "critical_path": {
        "crit_path_end_kind": "flip-flop",
        "timing.critical_path.slowest_cell_delay_ns": 0.87,
        "cpMostUsedCell": "fa_1",
        "cp_data_arrival_time_ns": 10.41,
        "critPathMaxFanout": 15,
        "kind_of_start_point_of_the_critical_path": "flip-flop",
        "path_class": "reg2reg",
        "reg2reg_slack_ns": 9.95,
        "crit_required_ns": 20.36,
        "critical_path.slowest_cell": "or4_1",
    },
    "finish": {
        "layout.area.seq_mm2": 0.00805,
        "fin_area_mm2": 0.0356,
        "layout.area.comb_mm2": 0.0211,
        "final_core_util_pct": 56.0,
        "highest_count_cells_in_the_layout_ignoring_fill_and_taps": "659 x inv_1, 540 x nand2_1, 404 x fa_1",
        "flow.area_growth_from_synthesis_pct": 9.94,
        "layout.filler_cells": 5532,
        "drive_gt1_share_pct": 5.14,
        "lay_top_count": "inv_1",
    },
    "clocking": {
        "cts_max_level": 2,
        "hold_bufs_inserted_after_cts": 0,
        "insertion_delay_ns": 0.59,
        "clk_pin_slew_worst_paths_ns": 0.06,
        "tritoncts_clock_tree": "built",
        "cts.root.buffer_cell": "clkbuf_16",
        "cts.path.max_buffers": 3,
        "cts-buffers-inserted": 36,
        "clkSinkCount": 299,
        "postCtsSetupRepairBufs": 0,
        "cts_resized": 0,
    },
    "flow_run": {
        "cap_viol_max_count": 0,
        "stage_log_warnings": 37,
    },
    "placed_design": {
        "gp_congestion": 1.03,
        "dp_slack_ns": 10.01,
        "io_buffers": 103,
        "placed_area_mm2": 0.0344,
        "dp.final_hpwl_um": 74200,
    },
    "die": {
        "die_x_um": 257,
        "io_pins": 105,
        "fp-utilization_pct": 51.0,
        "die.size.y_um": 257,
        "placementRows": 92,
        "design.core.area_mm2": 0.0635,
        "die_area_mm2": 0.0658,
    },
    "sta": {
        "setup_violations": 0,
        "max_slew_margin_pct": 37.4,
        "timing_max_transition_violations_final": 0,
        "setup-tns-final_ns": 0,
        "whs_ns": 0.480,
        "post-route-period-util_pct": 50.0,
        "max_clock_freq_mhz": 100,
        "hold_violations": 0,
        "rsz0062_at_grt": "false",
        "worst-slew-pin-transition_ns": 0.935,
        "final_critical_path_setup_slack_ns": 9.95,
        "post-route-min-period_ns": 9.95,
        "skew_ns": 0.0253,
    },
    "run_status": {
        "outcome": "finished clean",
    },
    "min_path": {
        "hold_path_class": "reg2reg",
    },
}
-- final timing paths --
kind,from,endpoint,cells past startpoint
max,convCount[0],convResult[31],31
min,data[0][11],data[0][11],2
min reg2reg,data[0][11],data[0][11],2
max in group asynchronous,reset,convResult[17],3
max reg2reg,convCount[0],convResult[31],31
min in group asynchronous,reset,inputCount[10],2
-- critical path, delay by kind of cell, from the launching register on --
| kind | cells | cell delay, ns |
|---|---|---|
| AND-OR/OR-AND | 8 | 2.24 |
| adder cells (fa/ha/maj) | 9 | 3.87 |
| AND/OR/NAND/NOR | 7 | 2.58 |
| buffers and inverters | 7 | 0.72 |
| flip-flops | 1 | 0.41 |
-- layout make-up --
| cell class | count | share of cell area [%] |
|---|---|---|
| multi-input combinational | 2510 | 59.3 |
| sequential | 299 | 22.6 |
| inverter | 661 | 6.99 |
| timing repair buffer | 196 | 4.86 |
| tap | 846 | 2.97 |
| clock buffer | 52 | 2.87 |
| clock inverter | 14 | 0.443 |
-- cell families (layout without fill, tap and decap cells) --
| family | Yosys count | in the layout | synth area share, % |
|---|---|---|---|
| buf+inv | 872 | 923 | 10.2 |
| xor+xnor | 123 | 123 | 3.33 |
| compound gates | 711 | 711 | 14.2 |
| mux | 62 | 62 | 1.98 |
| simple gates | 1038 | 1038 | 13.9 |
| flops | 299 | 299 | 24.8 |
| fa+ha+maj | 575 | 575 | 31.6 |
| other cells | 1 | 1 | 0.0116 |
-- synth_stat cells, drive strengths merged (6+ instances only) --
cell,number
inv,660
nand2,540
fa,404
nor2,251
o21ai,187
dfrtp,185
clkbuf,181
ha,171
a21oi,164
edfxtp,112
a22oi,101
xnor2,92
mux2i,46
a21o,41
nand3,39
and2,37
o22ai,34
nor3,31
xor2,31
buf,30
a31oi,27
nand4,27
a22o,25
a222oi,24
nand2b,24
and3,18
mux2,16
or3,13
a221oi,12
nor2b,12
or2,12
a211oi,11
o211ai,10
a21boi,9
o21bai,9
a2111oi,8
o31ai,8
o21a,7
nor3b,6
nor4,6
-- metal layers --
metal	wire length [um]	vias to the layer above
li1	-	11981
met1	41200	12783
met2	45400	1119
met3	10500	203
met4	3360	2
met5	12	-
-- stage by stage --
step | instances
after floorplan | 3681
after global placement | 4512
after detailed placement | 4512
after CTS | 4578
after global routing | 4578
final | 4578
-- state kept, by name, indices dropped and copies added, names as in the netlist --
| name | flops |
|---|---|
| data | 180 |
| convCount | 4 |
| poolCount | 11 |
| convResult | 36 |
| dataCount | 4 |
| cdata_wr | 20 |
| csel | 2 |
| inputCount | 12 |
| layer1Index | 10 |
| state | 5 |
| caddr_wr | 12 |
| cwr | 1 |
| crd | 1 |
| busy | 1 |
