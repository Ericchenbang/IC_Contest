`run.sh`:
```
#!/bin/bash
# OpenROAD 26Q1-2900-gdf79404cd8, Yosys 0.63+post, stock flow scripts
make -C /OpenROAD-flow-scripts/flow DESIGN_CONFIG=/design/flow/config.mk WORK_HOME=/design/flow/orfs finish
```
`config.mk`:
```
export PLATFORM = sky130hd
export DESIGN_NAME = LCD_CTRL
export DESIGN_NICKNAME = LCD_CTRL
export VERILOG_FILES = /design/flow/design.v
export SDC_FILE = /design/flow/constraint.sdc
export NUM_CORES = 4
export LEC_CHECK = 1
export CORE_UTILIZATION = 50
```
`design.v`:
```
module LCD_CTRL(cmd, cmd_valid, datain, clk, reset, dataout, output_valid, busy);
input [2:0] cmd;
input cmd_valid;
input [7:0] datain;
input clk;
input reset;
output reg [7:0] dataout;
output reg output_valid;
output reg busy;
parameter ReceiveCmd = 0, LoadData = 1, ZoomFitOutput = 2, ZoomInOutput = 3, ShiftRight = 4, ShiftLeft = 5, ShiftUp = 6, ShiftDown = 7;
reg [2:0] state;
reg zoomFit;
reg [7:0] data [0:8][0:11];
reg [3:0] dataRow;
reg [3:0] dataCol;
reg [2:0] originRow;
reg [3:0] originCol;
always@(posedge clk, posedge reset) begin
    if (reset) begin
        state <= ReceiveCmd;
        busy <= 0;
        output_valid <= 0;
    end
    else if (state == ReceiveCmd) begin
        if (cmd_valid) begin
            busy <= 1;
            case(cmd)
                0: begin
                    state <= LoadData;
                    dataRow <= 0;
                    dataCol <= 0;
                    zoomFit <= 1;
                    originRow <= 3;
                    originCol <= 4;
                end
                2: begin
                    state <= ZoomFitOutput;
                    dataRow <= 1;
                    dataCol <= 1;
                    originRow <= 3;
                    originCol <= 4;
                end
                1: begin
                    state <= ZoomInOutput;
                    zoomFit <= 0;
                    if (zoomFit) begin
                        dataRow <= 3;
                        dataCol <= 4;
                    end
                    else begin
                        dataRow <= originRow;
                        dataCol <= originCol;
                    end
                end
                3, 4, 5, 6: begin
                    if (zoomFit) begin
                        state <= ZoomFitOutput;
                        dataRow <= 1;
                        dataCol <= 1;
                    end
                    else begin
                        state <= cmd + 1;
                    end
                end
            endcase
        end
    end
    else if (state == LoadData) begin
        data[dataRow][dataCol] <= datain;
        if (dataCol == 11) begin
            if (dataRow == 8) begin
                state <= ZoomFitOutput;
                dataRow <= 1;
                dataCol <= 1;
            end
            else begin
                dataRow <= dataRow + 1;
                dataCol <= 0;
            end
        end
        else begin
            dataCol <= dataCol + 1;
        end
    end
    else if (state == ZoomFitOutput) begin
        if (dataRow <= 7) begin
            if (dataRow == 1 && dataCol == 1) begin
                output_valid <= 1;
            end
            dataout <= data[dataRow][dataCol];
            if (dataCol == 10) begin
                dataCol <= 1;
                dataRow <= dataRow + 2;
            end
            else begin
                dataCol <= dataCol + 3;
            end
        end
        else begin
            busy <= 0;
            output_valid <= 0;
            state <= ReceiveCmd;
        end
    end
    else if (state == ZoomInOutput) begin
        if (dataRow <= originRow + 3) begin
            if (dataRow == originRow && dataCol == originCol) begin
                output_valid <= 1;
            end
            dataout <= data[dataRow][dataCol];
            if (dataCol == originCol + 3) begin
                dataCol <= originCol;
                dataRow <= dataRow + 1;
            end
            else begin
                dataCol <= dataCol + 1;
            end
        end
        else begin
            busy <= 0;
            output_valid <= 0;
            state <= ReceiveCmd;
        end
    end
    else if (state == ShiftRight) begin
        state <= ZoomInOutput;
        if (originCol < 8) begin
            originCol <= originCol + 1;
            dataCol <= originCol + 1;
        end
        else begin
            dataCol <= originCol;
        end
        dataRow <= originRow;
    end
    else if (state == ShiftLeft) begin
        state <= ZoomInOutput;
        if (originCol > 0) begin
            originCol <= originCol - 1;
            dataCol <= originCol - 1;
        end
        else begin
            dataCol <= originCol;
        end
        dataRow <= originRow;
    end
    else if (state == ShiftUp) begin
        state <= ZoomInOutput;
        if (originRow > 0) begin
            originRow <= originRow - 1;
            dataRow <= originRow - 1;
        end
        else begin
            dataRow <= originRow;
        end
        dataCol <= originCol;
    end
    else if (state == ShiftDown) begin
        state <= ZoomInOutput;
        if (originRow < 5) begin
            originRow <= originRow + 1;
            dataRow <= originRow + 1;
        end
        else begin
            dataRow <= originRow;
        end
        dataCol <= originCol;
    end
end
endmodule
```
`constraint.sdc`:
```
current_design LCD_CTRL

set clk_period 15.1
set clk_io_pct 0.2

create_clock -name clk0 -period $clk_period [get_ports {clk}]

set non_clock_inputs [all_inputs -no_clocks]
set_input_delay [expr $clk_period * $clk_io_pct] -clock clk0 $non_clock_inputs
set_output_delay [expr $clk_period * $clk_io_pct] -clock clk0 [all_outputs]
```
==> Implementation_results.wiki <==
=== Physical design figures ===
{| class="wikitable"
! Metric !! Value
|-
| Die ar. || 0.0761 sq mm
|-
| Fin util || 57.3%
|-
| Core area || 0.0743 sq mm
|-
| Met3 usage || 44.8%
|-
| Post-synthesis to final-layout area growth || 13.6%
|-
| Type of element capturing the critical path || flop
|-
| Leading cell type by number of instances after synthesis || edfxtp_1
|-
| Pins over their slew limit || 0
|-
| Peak per-stage delay on the critical path || 1.13 ns
|-
| Final setup violation count || 0
|-
| Initial antenna violation count || 23
|-
| Drt pass-1 iters || 7
|-
| Clock buffers created by TritonCTS || 91
|-
| Total Negative Setup Slacks || 0 ns
|-
| Netlist area before placement || approximately 0.037 sq mm
|-
| Vertical die dimension || 276 microns
|-
| Part of the cycle the worst path needs || 41.8%
|-
| Busiest metal layer after global routing || met2
|-
| Min-Delay Path Class || flop to flop
|-
| Total routing usage reported by global routing || around 53%
|-
| Biggest fanout along the worst timing path || 49
|-
| Number of H-tree branching levels || 3
|-
| Cell row count || 100
|-
| Area fraction in mux cells || 1.01%
|-
| Required time of the worst setup path || 15.47 ns
|-
| Startpoint of the most critical hold path || busy$_DFFE_PP0P_
|-
| Post-cts resize count || 0
|-
| Vias in the first global route || 28,988
|-
| Setup repair after global routing missed its margin || false
|-
| Buffers inserted by post-CTS timing repair || 0
|-
| Die width || 276 microns
|-
| Crit path launch type || flop
|-
| Maximum number of pins on one net before global-route repair || 57
|-
| Post-CTS Hold Fix Bufs || 0
|-
| Worst clock skew || ~0.060 ns
|-
| Number of top-level pins || 24
|-
| Input/output buffers || 23
|-
| Latency at later pin || 0.69 ns
|-
| Startpoint of the worst register-to-register path || dataRow[0]$_DFFE_PP_
|-
| Wire length of the first global-routing pass || 241 mm
|-
| Prevailing logic family in the synthesized netlist || AND-OR/OR-AND gates
|-
| Reg2reg path depth || 12
|-
| Fraction of final layout cells sized beyond drive strength 1 || 13.7%
|-
| Top cell types by occurrence after synthesis || edfxtp_1 (888), nor2_1 (189), nand2_1 (185)
|-
| Global routing usage on met2 || about two thirds
|-
| Most Frequent Cell on Critical Path || buf_4
|-
| Area of combinational cells with multiple inputs || 0.00983 sq mm
|-
| Proportion of synthesized chip area in sequential cells || 71.5%
|-
| Register area || between 0.02 and 0.03 sq mm
|-
| Layout filler cell count || 5,715
|-
| Number of nets still failing antenna checks after routing || 0
|-
| Ys flop type || edfxtp_1
|-
| Register-to-register path setup slack || slightly below 9 ns
|-
| Yosys cell count || 2,653
|-
| XOR/XNOR share of the synthesized area || 0.678%
|-
| Number of buffer and inverter stages on the critical path || 3
|-
| Area leader share || 71.1%
|-
| Critical Path Slowest Stage Cell || a2111oi_0
|-
| Remaining DRCs || 0
|-
| Fin area || approximately 0.043 sq mm
|-
| GR met1 Demand/Resource || 62.9%
|-
| Chip Area, Yosys || ~0.037 sq mm
|-
| Endpoint of the worst register-to-register path || dataout[1]$_DFFE_PP_
|-
| Avg Vias per Cell || 7.54
|-
| Worst Hold Depth || 1
|-
| Async SR Flop Fraction || 0.560%
|-
| Tally of OpenROAD warnings || approximately 40
|-
| Transition at the pin with the smallest max-transition slack || 1.47 ns
|-
| Post-synthesis register bit count || ~890
|-
| GR Overflow Total || 0
|-
| Number of synthesized flops with an enable pin || ~890
|-
| Vias || 28,741
|-
| Yosys top cell by area || edfxtp_1
|-
| Max Cap Violations || 0
|-
| Data arrival time of the critical path || 6.69 ns
|-
| Number of DRC markers after the initial detailed-route iteration || 3,574
|-
| Buffer cell driving the clock tree root || clkbuf_16
|-
| Wire length after detailed routing || 180 mm
|-
| Chain of cells forming the critical path || ha_1, fa_1, inv_1, nor3_2, xnor3_4, buf_4, nor2_1, buf_4, a32oi_1, nand3_1, a2111oi_0, o2111ai_1
|-
| Max Clock Freq || 0.158 GHz
|-
| Time the worst path needs with I/O delays and setup || 6.32 ns
|-
| Hold Path Sink || busy$_DFFE_PP0P_
|-
| Relative slew margins || 1.53%
|-
| Area fraction in compound gates after synthesis || between 10 and 15%
|-
| Simple-Gate Area Share || 8.51%
|-
| Clock transition at the registers of the reported paths || approximately 0.06 ns
|-
| Number of synthesis warnings || 2
|-
| Distinct lib cells used || about 90
|-
| Outcome || finished clean
|-
| Avg Cell Area, Syn || ~14 sq um
|-
| Worst-case clock buffer depth || 3
|-
| Placed cell area || 0.0396 sq mm
|-
| Clock sink count || roughly 900
|-
| Routability Congestion || 1.20
|-
| Post-detailed-placement half-perimeter wirelength || 119 mm
|-
| Final hold viol count || 0
|-
| Crit Path Class || flop to flop
|-
| Core Util at FP || 50.4%
|-
| Top delay family on crit path || AND-OR/OR-AND gates
|-
| Synth Instances || 2,653
|-
| Fa+ha+maj area frac || 1.13%
|-
| CTS tree || done
|-
| Routed wire length per instance || 47.2 microns
|-
| Largest cells by area || edfxtp_1 (71%), a22oi_1 (2.7%), nor2_1 (1.9%)
|}
## per-stage QoR
stage / setup WS, ns / cells / hold slack [ns]
6_report: 8.78 / 3814 / 0.538
5_1_grt: 8.77 / 3800 / 0.567
4_1_cts: 8.96 / 3791 / 0.547
3_5_place_dp: 8.93 / 3625 / 0.527
3_3_place_gp: 8.95 / 3625 / 0.495
2_1_floorplan: 10.31 / 2653 / 0.449
## worst max-delay path by stage
| stage | start | to | slack (ns) | cells after the start |
|---|---|---|---|---|
| CTS | dataRow[1]$_DFFE_PP_ | dataout[1]$_DFFE_PP_ | 8.96 | 12 |
| global route | dataRow[1]$_DFFE_PP_ | dataout[1]$_DFFE_PP_ | 8.77 | 12 |
| finish | dataRow[0]$_DFFE_PP_ | dataout[1]$_DFFE_PP_ | 8.78 | 12 |
## cell families after synthesis
kind of cell	count (synthesis)
flops	893
compound gates	747
simple gates	679
buf+inv	240
mux	37
fa+ha+maj	33
xor+xnor	24
## worst reg2reg max path, cell delays in order (launching register included)
cell       delay, ns
edfxtp_1        0.50
ha_1            0.31
fa_1            0.90
inv_1           0.30
nor3_2          0.29
xnor3_4         0.73
buf_4           0.78
nor2_1          0.21
buf_4           0.27
a32oi_1         0.26
nand3_1         0.10
a2111oi_0       1.13
o2111ai_1       0.24
## cell type report
| type | instances | area share, % |
|---|---|---|
| multi-input cells | 1520 | 23.1 |
| clock inverters | 60 | 1.47 |
| diodes | 23 | 0.135 |
| repair buffers | 210 | 3.79 |
| well taps | 969 | 2.85 |
| clock buffers | 106 | 5.48 |
| flip-flops and latches | 893 | 62.9 |
| inverters | 33 | 0.291 |
## sequential cells by signal (all words and copies together) (netlist names)
name and cells:
dataCol 4, originRow 3, dataout 8, busy 1
dataRow 4, output_valid 1, data 864, zoomFit 1
state 3, originCol 4
## placed cells by master, fill, tap and decap left out, drive strengths merged, types with 9 or more instances in the layout
master         Yosys  layout
edfxtp           888     888
buf               88     195
nor2             190     190
nand2            186     186
a22oi            137     137
a21oi            118     118
clkbuf           119     106
nand3            102     102
o21ai             88      88
nor3              69      69
a22o              55      55
a31oi             51      51
clkinv             0      46
a221oi            44      44
inv               33      36
and3              32      32
mux2i             30      30
a32oi             30      30
ha                29      29
o22ai             27      27
nand4             26      26
diode              0      23
a2111oi           23      23
a211oi            20      20
o2111ai           18      18
nor4              17      17
a222oi            17      17
o221ai            15      15
clkdlybuf4s50      0      15
a311oi            14      14
o211ai            12      12
xor2              12      12
a32o              10      10
xnor2             10      10
o32ai              9       9
## per-layer routing
metal | part of all wire [%] | routed length [microns] | vias up
met2 | 41 | 73500 | 3087
met3 | 20 | 35900 | 719
li1 | - | - | 10887
met4 | 8.2 | 14800 | 48
met1 | 30 | 54200 | 14000
met5 | 0.89 | 1600 | -
