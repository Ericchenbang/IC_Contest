==> design.v <==
module LASER (
    input CLK,
    input RST,
    input [3:0] X,
    input [3:0] Y,
    output reg [3:0] C1X,
    output reg [3:0] C1Y,
    output reg [3:0] C2X,
    output reg [3:0] C2Y,
    output reg DONE
);
integer i;
genvar gv_i;
reg [2:0] state, next_state;
localparam Idle = 3'd0;
localparam ReadData = 3'd1;
localparam FindC_0 = 3'd2;
localparam FindC_1 = 3'd3;
localparam Count_0 = 3'd4;
localparam Count_1 = 3'd5;
localparam Compare = 3'd6;
localparam Output = 3'd7;
reg [3:0] pts [39:0][1:0];
reg [5:0] cnt;
wire [5:0] cnt_add_1 = cnt + 6'd1;
wire read_end = (cnt == 6'd39);
wire [4:0] cnt_mul_20 = (cnt == 0) ? 5'd0 : 5'd20;
reg [3:0] cx, cy;
wire [3:0] cx_begin_0 = 4'd15, cy_begin_0 = 4'd0;
wire [3:0] cx_begin_1 = 4'd12, cy_begin_1 = 4'd2; 
wire [3:0] cx_end = 4'd3, cy_end = 4'd12;
wire find_end = (cx == cx_end && cy == cy_end);
wire [3:0] cx_next = (cx == cx_end) ? 4'd13 : cx - 4'd1;
wire [3:0] cy_next = (cx == cx_end) ? cy + 4'd1 : cy;
reg [4:0] cx_max, cy_max;
reg in_curr [39:0];
reg in_curr_max [39:0];
reg in_circle [39:0];
wire in_both [39:0];
wire in [19:0];
generate 
    for (gv_i = 0; gv_i < 20; gv_i = gv_i + 1) begin: CK
        wire [3:0] x_sel = pts[cnt_mul_20 + gv_i][0]; 
        wire [3:0] y_sel = pts[cnt_mul_20 + gv_i][1];
        checkIn u_ck (.x(x_sel), .y(y_sel), .cx(cx), .cy(cy), .in(in[gv_i]));
    end
endgenerate
generate
    for (gv_i = 0; gv_i < 40; gv_i = gv_i + 1) begin
        assign in_both[gv_i] = (in_curr[gv_i] || in_circle[gv_i]); 
    end
endgenerate
wire [1:0] in_both_1 [19:0];
reg  [1:0] in_both_1_reg [19:0];
wire [2:0] in_both_2 [9:0];
wire [3:0] in_both_3 [4:0];
generate
    for (gv_i = 0; (gv_i << 1) < 40; gv_i = gv_i + 1) begin
        assign in_both_1[gv_i] = in_both[(gv_i << 1)] + in_both[(gv_i << 1) + 1];
    end
    for (gv_i = 0; (gv_i << 1) < 20; gv_i = gv_i + 1) begin
        assign in_both_2[gv_i] = in_both_1_reg[(gv_i << 1)] + in_both_1_reg[(gv_i << 1) + 1];
    end
    for (gv_i = 0; (gv_i << 1) < 10; gv_i = gv_i + 1) begin
        assign in_both_3[gv_i] = in_both_2[(gv_i << 1)] + in_both_2[(gv_i << 1) + 1];
    end
endgenerate
wire [4:0] t0 = (in_both_3[4] + in_both_3[3]) , t1 = (in_both_3[2] + in_both_3[1]);
wire [4:0] in_curr_total = t0 + t1 + in_both_3[0]; 
reg [4:0] in_total_max;
reg [4:0] last_in_total_max;
reg last_state;      
reg improve;
wire changeXY = (last_state) ? (C1X != cx || C1Y != cy) : (C2X != cx || C2Y != cy);
always @(*) begin
    next_state = state;
    case(state) 
        Idle:
            next_state = ReadData;
        ReadData:
            if (read_end) next_state = FindC_0;
        FindC_0:
            next_state = FindC_1;
        FindC_1:
            if (cnt == 6'd1) next_state = Count_0;
        Count_0:
            next_state = Count_1;
        Count_1:
            if (find_end) next_state = Compare;
            else next_state = FindC_1;
        Compare: begin
            if (!improve && (last_in_total_max == in_total_max)) begin
                next_state = Output;
            end
            else begin
                next_state = FindC_1;
            end
        end
        Output: begin
            if (DONE) begin
                next_state = ReadData;    
            end 
        end
    endcase
end
always@(posedge CLK or posedge RST) begin
    if (RST) begin 
        DONE <= 1'b0;
        state <= Idle;
    end
    else begin
        if (state == Output && !DONE) begin
            DONE <= 1'b1;
        end
        else begin
            DONE <= 1'b0;
        end
        state <= next_state;        
    end
end
always @(posedge CLK) begin    
    case (state)
        Idle: begin
            C1X <= 4'd0; C1Y <= 4'd0;
            C2X <= 4'd0; C2Y <= 4'd0;
            cx_max <= 0; cy_max <= 0;
            cnt <= 6'd1;
            pts[39][0] <= X;
            pts[39][1] <= Y;
            improve <= 1'b1;
            for (i = 0; i < 40; i = i + 1) begin
                in_curr[i] <= 0;
                in_curr_max[i] <= 0;
                in_circle[i] <= 0;
            end
            for (i = 0; i < 20; i = i + 1) begin
                in_both_1_reg[i] <= 0;
            end
        end
        ReadData: begin
            cnt <= cnt_add_1;
            pts[39][0] <= X;
            pts[39][1] <= Y;
            for (i = 0; i < 39; i = i + 1) begin
                pts[i][0] <= pts[i+1][0];
                pts[i][1] <= pts[i+1][1];
            end
            in_total_max <= 0;
            last_in_total_max <= 0;
            last_state <= 1'b0;
        end
        FindC_0: begin
            cx <= cx_begin_0;
            cy <= cy_begin_0;
            cnt <= 6'd0;
        end
        FindC_1: begin
            cnt <= cnt_add_1;
            for (i = 0; i < 20; i = i + 1) begin
                in_curr[cnt_mul_20 + i] <= in[i];
            end
        end
        Count_0: begin
            for (i = 0; i < 20; i = i + 1) begin
                in_both_1_reg[i] <= in_both_1[i];
            end
        end
        Count_1: begin
            if (find_end) begin
                cx <= cx_begin_1;
                cy <= cy_begin_1;
                last_state <= ~last_state;
            end
            else begin
                cx <= cx_next;
                cy <= cy_next;
            end
            if (in_curr_total >= in_total_max) begin
                if (changeXY || (in_curr_total > in_total_max)) begin
                    for (i = 0; i < 40; i = i + 1) begin
                        in_curr_max[i] <= in_curr[i];
                    end
                    cx_max <= cx;
                    cy_max <= cy;
                    in_total_max <= in_curr_total;                    
                end
            end
        end
        Compare: begin
            if (last_state) begin
                C1X <= cx_max;
                C1Y <= cy_max;
            end
            else begin
                C2X <= cx_max;
                C2Y <= cy_max;
            end
            if (last_in_total_max == in_total_max) begin
                if (improve) begin
                    improve <= 1'b0;
                    in_total_max <= 0;
                end
                else begin
                    improve <= 1'b1;
                end
            end
            else begin
                last_in_total_max <= in_total_max;
                in_total_max <= 0;
            end
            for (i = 0; i < 40; i = i + 1) begin
                in_circle[i] <= in_curr_max[i];
            end
        end
        Output: begin
            cnt <= 6'b0;
        end
    endcase
end
endmodule
module checkIn (
    input [3:0] x, y, cx, cy,
    output in
);
    wire [3:0] xd_abs = (x > cx) ? x - cx : cx - x;
    wire [3:0] yd_abs = (y > cy) ? y - cy : cy - y;
    wire [3:0] ld, sd;
    assign ld = (xd_abs > yd_abs) ? xd_abs : yd_abs;
    assign sd = (xd_abs > yd_abs) ? yd_abs : xd_abs;
    assign in = ((ld <= 4'd4 && sd <= 4'd0) || 
                 (ld <= 4'd3 && sd <= 4'd2)); 
endmodule
==> run.sh <==
#!/bin/bash
# OpenROAD 26Q1-2900-gdf79404cd8, Yosys 0.63+post, stock flow scripts
make -C /OpenROAD-flow-scripts/flow DESIGN_CONFIG=/design/flow/config.mk WORK_HOME=/design/flow/orfs finish
==> config.mk <==
export PLATFORM = sky130hd
export DESIGN_NAME = LASER
export DESIGN_NICKNAME = LASER
export VERILOG_FILES = /design/flow/design.v
export SDC_FILE = /design/flow/constraint.sdc
export NUM_CORES = 4
export LEC_CHECK = 1
export CORE_UTILIZATION = 40
==> constraint.sdc <==
current_design LASER

set clk_period 17.4
set clk_io_pct 0.2

create_clock -name clk0 -period $clk_period [get_ports {CLK}]

set non_clock_inputs [all_inputs -no_clocks]
set_input_delay [expr $clk_period * $clk_io_pct] -clock clk0 $non_clock_inputs
set_output_delay [expr $clk_period * $clk_io_pct] -clock clk0 [all_outputs]
==> flow_metrics.tcl <==
# place-and-route summary
set metrics [dict create \
    r2r_end "in_curr[32]" \
    die_h_um 297 \
    cp.required_ns 17.95 \
    power_density_nw_per_um2 190 \
    dp_slack_ns 11.13 \
    drc 0 \
    vias_per_cell 5.20 \
    max-cap-violations 0 \
    hold_depth 0 \
    worst_path_largest_cell_delay_ns 0.73 \
    hold_end "pts[59][2]" \
    antenna_found_initial 0 \
    cts_buffers 56 \
    synth_top_area_share_pct 42.4 \
    clk_pin_slew_ns 0.06 \
    cts_hold_buf 0 \
    drive_gt1_share_pct 9.08 \
    die_x_um 297 \
    edf_count 490 \
    hp-start "pts[57][2]" \
    dieArea_um2 87900 \
    fp.coreArea_um2 85500 \
    netlist_area_um2 34700 \
    rsz0062_at_grt "false" \
    cp-end-kind "flop" \
    grt_pass1_vias 22000 \
    hpwl_um 55000 \
    layout_top_cell "edfxtp_1" \
    p_leak_nw 17.4 \
    critPathKind "reg -> reg" \
    cts-root-buf "clkbuf_16" \
    placed_area_um2 36600 \
    grt_first_pass_wirelength_um 121000 \
    htree_levels 2 \
    final_cell_area_um2 38500 \
    finalCriticalPeriod_ns 6.33 \
    whs_ns 0.426 \
    total_power_mw 7.32 \
    hold_viol 0 \
    outcome "finished clean" \
    reg2reg_depth 19 \
    flop_cell "edfxtp_1" \
    diodes 0 \
    nFillCells 7405 \
    gp_congestion 0.907 \
    largest_reg_flops 320 \
    relSlewSlack_pct 45.8 \
    wire_per_inst_um 18.2 \
    final_max_slew_viol_count 0 \
    cp.arrival_ns 6.88 \
    area_leaders "edfxtp_1 (42%), ha_1 (14%), mux2i_1 (7.3%)" \
    yosys_area_um2 34700 \
    netlist_instances 2847 \
    r2r-start "cnt[0]" \
    yosysWarnings 9 \
    skew_ns 0.0274 \
    setup_viol 0 \
    peakVddDrop_v 0.000239 \
    start_kind "flop" \
    holdCritPathClass "reg -> reg" \
    ys_async_sr_fraction_pct 1.67 \
    tightest_slew_ns 0.813 \
    post_cts_resized 0 \
    num_rows 107 \
    firstDrtPassIters 7 \
    worstPathCellList "inv_1 -> ha_1 -> nand2_4 -> buf_4 -> buf_4 -> mux2i_1 -> inv_1 -> fa_1 -> a21o_1 -> a21oi_1 -> mux2_2 -> mux2i_1 -> ha_1 -> and4_1 -> a21oi_1 -> o21a_1 -> o2bb2ai_1 -> o2111ai_1 -> o21ai_0" \
    grt_start_max_net_pins 147 \
    drt-initial-drc-count 1170 \
    grt.total_usage_pct 18.7 \
    numClockSinks 539 \
    ant_nets 0 \
    initial_utilization_pct 40.6 \
    lay_top_cells "edfxtp_1 (490), ha_1 (399), inv_1 (341), mux2i_1 (254), a21oi_1 (174)" \
    numSynthFlops 539 \
    totalWireLength_um 75100 \
    slowest_stage "buf_4" \
    r2r_slack_ns 11.07 \
    layout_setup_ws_ns 11.07 \
    regMostFlops "pts" \
    clockBufferDepth 3 \
    placed_cells 4012 \
    fin_crit_sh_pct 36.4 \
    final_util_pct 45.0 \
    worst-path-max-fanout 42 \
    port_buffers 26 \
    clkLatencyLatePin_ns 0.63 \
    dr_total_vias 21400 \
    postCtsSetupRepairBufs 0 \
    warnings 151 \
    synthDistinctLibCells 65 \
    ys_cells 2847 \
    max_freq_mhz 158 \
    io_pins 27 \
    setup-tns-final_ns 0 \
    ys_seq_share_pct 45.4 \
    grt_overflow_total 0 \
    syn_to_final_growth_pct 11.0 \
    instances_no_fill 4118 \
    avgSynthCellArea_um2 12.2 \
    cts_tree "yes" \
    synth_area_leader_cell "edfxtp_1" \
]
power breakdown:
part | internal (mW) | switching [mW] | total [mW]
clock | 0.743 | 0.524 | 1.27
sequential | 1.92 | 0.250 | 2.17
combinational | 1.74 | 2.15 | 3.89
total | 4.40 | 2.92 | 7.32
kinds of logic after synthesis:
group / Yosys count / synth area share, %
muxes: 331 / 9.84
adders and majority gates: 513 / 21.0
other: 1 / 0.0108
xor gates and xnor gates: 82 / 2.07
AOI/OAI and AO/OA: 483 / 8.91
buffers and inverters: 388 / 4.22
and+or+nand+nor: 510 / 8.63
DFF: 539 / 45.4
area by class of cell:
cell class | count | area, µm² | share of cell area (%)
multi-input combinational | 1920 | 17500 | 45.5
sequential | 539 | 15700 | 40.9
clock buffer | 67 | 1500 | 3.90
tap | 1144 | 1430 | 3.72
inverter | 343 | 1290 | 3.34
timing repair buffer | 66 | 573 | 1.49
clock inverter | 39 | 464 | 1.20
critical path: cells and delay by family (launching register included):
| family | cells | cell delay (ns) |
|---|---|---|
| muxes | 3 | 1.04 |
| and+or+nand+nor | 2 | 0.50 |
| DFF | 1 | 0.41 |
| AOI/OAI and AO/OA | 7 | 1.62 |
| buffers and inverters | 4 | 1.57 |
| adders and majority gates | 3 | 1.02 |
worst max path at each step:
| stage | start | to | slack, ns |
|---|---|---|---|
| after CTS | in_both_1_reg[3][1] | in_curr_max[18] | 11.10 |
| after global routing | cnt[0] | in_curr[19] | 10.65 |
| final | cnt[0] | in_curr[32] | 11.07 |
layer usage:
layer,vias up,wire length (µm),share of wire [%],global-route usage [%]
met5,-,0,0,0
met4,0,1420,1.9,3.16
met3,101,5000,6.7,5.46
met2,474,35200,47,29.1
met1,10400,33500,45,27.6
li1,10500,-,-,-
cells in the mapped netlist (4+ instances only):
master	count
and4_1	46
ha_1	399
mux2_2	76
a22o_1	10
and4b_1	4
o32ai_1	11
mux2i_1	254
dfrtp_1	8
o21a_1	5
o22ai_1	10
and3b_1	5
nor2b_1	21
xnor2_1	49
nand2_1	60
fa_1	114
a211oi_1	14
a21oi_1	174
nor4b_1	4
a32o_1	16
or2_2	46
xor2_1	33
dfxtp_1	40
nor2_1	65
nand4_1	18
nand3_1	34
clkbuf_1	32
buf_1	12
nor3_1	15
and3_1	7
o21ai_0	80
a21o_1	90
and2_1	169
o21bai_1	8
o2bb2ai_1	5
o2111ai_1	6
inv_1	343
o211ai_1	27
edfxtp_1	490
No activity file was given, so power comes from the tool's default toggle rates.
